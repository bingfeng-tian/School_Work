--- design.v ---
module dec_7seg (D, Q1, Q2);
input   [3:0]D;
output  [6:0]Q1, Q2;
reg     [6:0]Q1, Q2;
always@(D)
    if      (D==4'b0000)    Q1 = 7'b0000001;
    else if (D==4'b0001)    Q1 = 7'b1001111;
    else if (D==4'b0010)    Q1 = 7'b0010010;
    else if (D==4'b0011)    Q1 = 7'b0000110;
    else if (D==4'b0100)    Q1 = 7'b1001100;
    else if (D==4'b0101)    Q1 = 7'b0100100;
    else if (D==4'b0110)    Q1 = 7'b0100000;
    else if (D==4'b0111)    Q1 = 7'b0001101;
    else if (D==4'b1000)    Q1 = 7'b0000000;
    else if (D==4'b1001)    Q1 = 7'b0000100;
    else if (D==4'b1010)    Q1 = 7'b0001000;
    else if (D==4'b1011)    Q1 = 7'b1100000;
    else if (D==4'b1100)    Q1 = 7'b0110001;
    else if (D==4'b1101)    Q1 = 7'b1000010;
    else if (D==4'b1110)    Q1 = 7'b0110000;
    else                    Q1 = 7'b0111000;
always@(D)
    case(D)
        (4'b0000):      Q2 = 7'b0000001;
        (4'b0001):      Q2 = 7'b1001111;
        (4'b0010):      Q2 = 7'b0010010;
        (4'b0011):      Q2 = 7'b0000110;
        (4'b0100):      Q2 = 7'b1001100;
        (4'b0101):      Q2 = 7'b0100100;
        (4'b0110):      Q2 = 7'b0100000;
        (4'b0111):      Q2 = 7'b0001101;
        (4'b1000):      Q2 = 7'b0000000;
        (4'b1001):      Q2 = 7'b0000100;
        (4'b1010):      Q2 = 7'b0001000;
        (4'b1011):      Q2 = 7'b1100000;
        (4'b1100):      Q2 = 7'b0110001;
        (4'b1101):      Q2 = 7'b1000010;
        (4'b1110):      Q2 = 7'b0110000;
        default:        Q2 = 7'b0111000;
    endcase
endmodule
--- run.sh ---
#!/bin/bash
# OpenROAD 26Q1-2900-gdf79404cd8, Yosys 0.63+post, stock flow scripts
make -C /OpenROAD-flow-scripts/flow DESIGN_CONFIG=/design/flow/config.mk WORK_HOME=/design/flow/orfs finish
--- config.mk ---
export PLATFORM = sky130hd
export DESIGN_NAME = dec_7seg
export DESIGN_NICKNAME = dec_7seg
export VERILOG_FILES = /design/flow/design.v
export SDC_FILE = /design/flow/constraint.sdc
export NUM_CORES = 4
export LEC_CHECK = 1
export CORE_AREA = 10 10 70 70
export DIE_AREA = 0 0 80 80
--- constraint.sdc ---
current_design dec_7seg

set clk_period 2.0
set clk_io_pct 0.2

create_clock -name clk0 -period $clk_period

set non_clock_inputs [all_inputs -no_clocks]
set_input_delay [expr $clk_period * $clk_io_pct] -clock clk0 $non_clock_inputs
set_output_delay [expr $clk_period * $clk_io_pct] -clock clk0 [all_outputs]
==> flow_metrics.py <==
# Auto-generated metrics
metrics = {
    "run": {
        "drv_cap": 0,
        "tool_warnings": 38,
    },
    "finish": {
        "clock_buffers": 0,
        "ff_count": 0,
        "lay_top_count": "buf_4",
        "area_growth_pct": 116.8,
        "fillers": 364,
        "instances_no_fill": 152,
        "utilization": 0.2842,
        "final_cell_mix": "22 x buf_4, 9 x buf_6, 7 x nor2_1",
        "register_area_um2": 0,
        "final-comb-area_um2": 499.2,
        "drive_gt1_frac": 0.5660,
    },
    "clock_tree": {
        "holdBufCountCts": 0,
    },
    "synth": {
        "ys_seq_frac": 0,
        "netlist_instances": 65,
        "ys_cells": 65,
        "yosys_warnings": 1,
        "topCellsByArea": "ha_1 14%, o21ai_0 7.8%, nor2_1 7.5%",
        "yosysTopAreaCellShare": 0.1397,
        "synth_cell_types": 29,
        "syn_area_per_cell_um2": 6.891,
        "yosysTopAreaCell": "ha_1",
        "synth_chip_area_um2": 447.9,
        "syn_area_um2": 447.9,
    },
    "sta": {
        "rsz0062_at_grt": "true",
        "layout_setup_ws_ns": 0.05111,
        "drv_slew": 0,
        "relSlewSlack": 0.8727,
        "fmax_ghz": 0.5131,
        "period_used_share": 0.9744,
        "hold_viol": 0,
        "period_needed_ns": 1.949,
        "setup_viol": 0,
        "tightest_slew_ns": 0.1910,
    },
    "critical_path": {
        "setup.worst_path.class": "primary input to output port",
        "crit_end": "Q2[4]",
        "worst-endpoint-required_ns": 1.60,
        "cp-startpoint": "D[2]",
        "startpoint_type": "primary input",
        "critPathMaxFanout": 8,
        "critPathCaptureType": "output port",
        "arrival_ns": 1.55,
    },
    "placed_design": {
        "pre_cts_slack_ns": -0.8302,
        "dp.cells": 142,
        "dp_hpwl_um": 1314,
        "numPortBuffers": 18,
        "place.gp.congestion": 0.9042,
    },
    "route": {
        "drc": 0,
        "first_pass_iters": 3,
        "vias_per_cell": 4.132,
        "ant_nets": 0,
        "diodes": 0,
        "dr_total_vias": 628,
        "wire_per_inst_um": 12.91,
        "drt_iter0_drc": 18,
        "postRouteWirelength_um": 1963,
    },
    "pwr": {
        "powerDensity_mw_per_mm2": 212.3,
        "ir_drop_uv": 96.89,
        "switching_power_w": 0.00008820,
        "p_leak_nw": 0.4551,
        "p_sw_frac": 0.4279,
        "comb_power_share": 1.000,
        "power.internal_w": 0.0001179,
        "clockPowerShare": 0,
        "p_total_w": 0.0002062,
        "p_seq_frac": 0,
    },
    "grt": {
        "grt_max_degree": 10,
        "grt_overflow": 0,
        "grt_pass1_vias": 646,
        "grt_first_pass_wirelength_um": 3194,
        "track_usage": 0.05988,
        "antenna_found_initial": 0,
    },
    "floorplanning": {
        "rows": 21,
        "die_w_um": 80,
        "core_mm2": 0.003416,
        "pin_count": 18,
        "initCoreUtil": 0.1311,
        "die.size.y_um": 80,
        "dieArea_mm2": 0.006400,
    },
    "outcome": {
        "status": "finished, final reports clean",
    },
    "worst_hold_path": {
        "min_path_type": "primary input to output port",
    },
}
-- repair_timing --
action / in CTS / in global routing
gates resized: 68 / 19
pin swaps: 10 / 8
buffers inserted: 8 / 2
setup endpoints to repair: 14 / 10
-- synthesized netlist by cell type (2+ instances only) --
| library cell | instances |
|---|---|
| a22o_1 | 3 |
| o31ai_1 | 2 |
| a31oi_1 | 2 |
| a21oi_1 | 2 |
| buf_6 | 2 |
| nor2b_1 | 2 |
| and2b_1 | 2 |
| o21ai_0 | 7 |
| nor2_1 | 9 |
| inv_1 | 3 |
| nand2_1 | 4 |
| mux2i_1 | 2 |
| nand3_1 | 2 |
| nand2b_1 | 2 |
| ha_1 | 5 |
| buf_4 | 2 |
| buf_2 | 2 |
-- worst max-delay path, stage by stage --
cell	delay, ns
clkdlybuf4s15_2	0.26
buf_4	0.19
nand2_1	0.08
o21ai_1	0.13
clkdlybuf4s50_1	0.49
-- routing by layer --
metal | routed length [um] | vias to the layer above | GRT usage
li1 | - | 320 | -
met3 | 94 | 4 | 0.009091
met4 | 30 | 0 | 0.005282
met5 | 0 | - | 0
met1 | 919 | 289 | 0.08140
met2 | 917 | 15 | 0.1003
-- cells by family (layout without fill, tap and decap cells) --
family,after synthesis,in the layout,share of synthesized area
buf+inv,10,51,0.1396
simple gates,24,24,0.2625
fa+ha+maj,5,5,0.1397
compound gates,22,22,0.3380
mux,4,4,0.1201
-- worst min-delay path by stage --
stage | startpoint | to | cells after the start
after CTS | D[0] | Q2[2] | 4
after global routing | D[0] | Q2[5] | 4
final | D[0] | Q2[5] | 4
-- stage by stage --
stage	instance area (um^2)	setup TNS [ns]	hold slack [ns]
2_1_floorplan	447.9	0	0.8826
3_3_place_gp	780.7	-9.128	1.859
4_1_cts	932.1	-0.3123	1.286
3_5_place_dp	780.7	-9.292	1.849
5_1_grt	970.9	-0.03387	1.213
6_report	970.9	0	1.160
-- layout make-up --
| cell class | count | share of cell area |
|---|---|---|
| inverters | 4 | 0.02320 |
| multi-input cells | 55 | 0.5142 |
| well taps | 46 | 0.05928 |
| repair buffers | 47 | 0.4034 |
-- power groups by stage --
stage	Combinational [W]	Sequential [W]	Clock, W
CTS	0.000195	0	0
global route	0.000226	0	0
finish	0.000206	0	0
No activity file was given, so power comes from the tool's default toggle rates.
