$ cat /design/flow/design.v
module plus_three_gate (In, dO, ifO, cO);
input   [2:0]In;
output  [2:0]dO, ifO, cO;
reg     [2:0]dO, ifO, cO;
assign dO = In+3;
always @(In) 
begin
    if  (In==3'b000)
        begin
            ifO[2] = 1'b0;
            ifO[1] = 1'b1;
            ifO[0] = 1'b1;
        end
    else if(In==3'b001)
        begin
            ifO[2] = 1'b1;
            ifO[1] = 1'b0;
            ifO[0] = 1'b0;
        end
    else if(In==3'b010)
        begin
            ifO[2] = 1'b1;
            ifO[1] = 1'b0;
            ifO[0] = 1'b1;
        end
    else if(In==3'b011)
        begin
            ifO[2] = 1'b1;
            ifO[1] = 1'b1;
            ifO[0] = 1'b0;
        end
    else if(In==3'b100)
        begin
            ifO[2] = 1'b1;
            ifO[1] = 1'b1;
            ifO[0] = 1'b1;
        end
    else if(In==3'b101)
        begin
            ifO[2] = 1'b0;
            ifO[1] = 1'b0;
            ifO[0] = 1'b0;
        end
    else if(In==3'b110)
        begin
            ifO[2] = 1'b0;
            ifO[1] = 1'b0;
            ifO[0] = 1'b1;
        end
    else if(In==3'b111)
        begin
            ifO[2] = 1'b0;
            ifO[1] = 1'b1;
            ifO[0] = 1'b0;
        end        
end
always @(In) 
begin
    case(In)
        3'b000:  cO[2] = 1'b0;
        3'b001:  cO[2] = 1'b1;
        3'b010:  cO[2] = 1'b1;
        3'b011:  cO[2] = 1'b1;
        3'b100:  cO[2] = 1'b1;
        3'b101:  cO[2] = 1'b0;
        3'b110:  cO[2] = 1'b0;
        3'b111:  cO[2] = 1'b0;
    endcase
    case(In)
        3'b000:  cO[1] = 1'b1;
        3'b001:  cO[1] = 1'b0;
        3'b010:  cO[1] = 1'b0;
        3'b011:  cO[1] = 1'b1;
        3'b100:  cO[1] = 1'b1;
        3'b101:  cO[1] = 1'b0;
        3'b110:  cO[1] = 1'b0;
        3'b111:  cO[1] = 1'b1;
    endcase
    case(In)
        3'b000:  cO[0] = 1'b1;
        3'b001:  cO[0] = 1'b0;
        3'b010:  cO[0] = 1'b1;
        3'b011:  cO[0] = 1'b0;
        3'b100:  cO[0] = 1'b1;
        3'b101:  cO[0] = 1'b0;
        3'b110:  cO[0] = 1'b1;
        3'b111:  cO[0] = 1'b0;
    endcase
end
endmodule
$ cat /design/flow/run.sh
#!/bin/bash
# OpenROAD 26Q1-2900-gdf79404cd8, Yosys 0.63+post, stock flow scripts
make -C /OpenROAD-flow-scripts/flow DESIGN_CONFIG=/design/flow/config.mk WORK_HOME=/design/flow/orfs finish
$ cat /design/flow/config.mk
export PLATFORM = sky130hd
export DESIGN_NAME = plus_three_gate
export DESIGN_NICKNAME = plus_three_gate
export VERILOG_FILES = /design/flow/design.v
export SDC_FILE = /design/flow/constraint.sdc
export NUM_CORES = 4
export LEC_CHECK = 1
export CORE_AREA = 10 10 70 70
export DIE_AREA = 0 0 80 80
$ cat /design/flow/constraint.sdc
current_design plus_three_gate

set clk_period 1.4
set clk_io_pct 0.2

create_clock -name clk0 -period $clk_period

set non_clock_inputs [all_inputs -no_clocks]
set_input_delay [expr $clk_period * $clk_io_pct] -clock clk0 $non_clock_inputs
set_output_delay [expr $clk_period * $clk_io_pct] -clock clk0 [all_outputs]
==> PnR_summary.wiki <==
== Flow metrics ==
{| class="wikitable"
! Metric !! Value
|-
| Status || completed
|-
| Clock power share || 0%
|-
| Average instance area after synthesis || between 8 and 9 sq um
|-
| Critical path endpoint category || output pin
|-
| Synth top cell by count || sky130_fd_sc_hd__ha_1
|-
| Worst slew margin || 81.2%
|-
| IR Drop Worst-Case VDD || 0.112 mV
|-
| Launching element type of the critical path || input pin
|-
| Die Width || 80 um
|-
| Shortest period the worst path allows || 1350 ps
|-
| Initial antenna violation count || 0
|-
| Top-Level Pins || 12
|-
| Combined global-route utilization of all metal layers || about 2.1%
|-
| Fraction of layout cells with a size suffix above 1 || 44.7%
|-
| Relative contribution of sequential cells to total power || 8.4%
|-
| Top cells by count, synth || 7 x sky130_fd_sc_hd__ha_1, 4 x sky130_fd_sc_hd__inv_1, 3 x sky130_fd_sc_hd__dlxtn_1
|-
| Area Growth Syn to Fin || 131%
|-
| Number of warning messages in the logs || 37
|-
| Final Setup Violations || 0
|-
| Effective utilization at floorplan || 6.74%
|-
| Count of distinct cell types in the synthesized netlist || 15
|-
| Power density of the placed cells || 235 nW/um^2
|-
| Hold Slack || around 1000 ps
|-
| Row count || 21
|-
| RSZ-0062 raised after global routing || no
|-
| Final WL || 691 um
|-
| Critical Path Fanout Max || 3
|-
| Vertical die dimension || 80 um
|-
| Area of the core region || 3420 sq um
|-
| Hold Fails Final Rpt || 0
|-
| Internal power contribution || 82.1 uW
|-
| Area of the synthesized netlist per yosys stat || 230 sq um
|-
| Final Cell Area || 532 sq um
|-
| Synthesized netlist cell count || 27
|-
| Initial DRT Pass Iterations || 1
|-
| Switching Fraction || between 30% and 40%
|-
| Routed WL per cell || 7.43 um
|-
| Number of warnings issued by yosys || 2
|-
| Number of standard cells reported by yosys || 27
|-
| Antenna violation net count after detailed routing || 0
|-
| Die ar. || 6400 sq um
|-
| Count of endpoints without a timing constraint || 6
|-
| Combinational power share || roughly 92%
|-
| Slew at the pin closest to its max-slew limit || ~280 ps
|-
| Number of fill cells in the layout || ~390
|-
| Vias in the first global route || 274
|-
| Crit share post-route || 96.4%
|-
| Hold crit path type || input pin to output pin
|-
| Placer congestion estimate || 0.728
|-
| Achievable frequency || 0.741 GHz
|-
| Number of design rule violations left after detail routing || 0
|-
| Flip-flop count of the largest register, all copies and words added || 3
|-
| Vias per Instance || ~2.7
|-
| Number of DRC markers in iteration 0 || 0
|-
| Detailed placer's ending HPWL || 580 um
|-
| Required @ worst endpoint || 1120 ps
|-
| Top cell type's share of synthesized area || between 30% and 40%
|-
| Pin count of the biggest net entering global routing || 7
|-
| Synth area leader || sky130_fd_sc_hd__ha_1
|-
| Net Switching || 42.8 uW
|-
| Flops out of synthesis || 3
|-
| Data arrival at the endpoint of the critical path || 1070 ps
|-
| Cts hold-fix bufs || 0
|-
| Primary FF master, synth || sky130_fd_sc_hd__dlxtn_1
|-
| Instance count after placement with tap cells included || 89
|-
| Max capacitance violation total || 0
|-
| Count of port buffers added during placement || 12
|-
| Post-Syn Area || 230 sq um
|-
| Antenna Diode Count || 0
|-
| Static Leak || 0.257 nW
|-
| Detailed-route via count || 250
|-
| Register pins left without a clock || 3
|-
| EDFF count, synth || 0
|-
| Cell area after placement || 442 sq um
|-
| Async S/R FF share, synth || 0%
|-
| Wire length of the first global-routing pass || 1150 um
|-
| GR Overflow Total || 0
|-
| Filler-free cell count of the finished design || 93
|-
| Cell types with the largest area share after synthesis || sky130_fd_sc_hd__ha_1 38%, sky130_fd_sc_hd__dlxtn_1 20%, sky130_fd_sc_hd__buf_4 6.5%
|-
| Type of the worst setup path || input pin to output pin
|-
| Final TNS setup || 0 ps
|-
| Number of max-slew violations in the final report || 0
|}
## metrics by stage
step                      total power [mW]  util (%)  setup WS (ps)
after floorplan                     0.0460         -            307
after global placement               0.106      12.9           -694
after detailed placement             0.108      12.9           -755
after CTS                            0.128      15.3           4.42
after global routing                 0.139      15.6           10.5
final                                0.125      15.6           50.1
## logic make-up (layout without fill, tap and decap cells)
family,count (synthesis),count (layout),synth area share (%)
xor gates and xnor gates,1,1,3.81
and+or+nand+nor,6,6,15.8
AOI/OAI and AO/OA,3,3,8.15
adders and majority gates,7,7,38.0
buffers and inverters,7,27,14.7
latches,3,3,19.6
## power groups by stage
stage | Combinational [mW] | Clock, mW | Sequential (mW)
CTS | 0.117 | 0 | 0.0106
finish | 0.114 | 0 | 0.0105
global route | 0.129 | 0 | 0.0107
## layout make-up
cell class | count | area [sq um] | share of cell area (%)
well taps | 46 | 57.6 | 10.8
flip-flops and latches | 3 | 45.0 | 8.47
inverters | 4 | 22.5 | 4.24
multi-input cells | 17 | 196 | 36.9
repair buffers | 23 | 210 | 39.5
## critical path: stages
cell and delay [ps]:
sky130_fd_sc_hd__buf_4 110, sky130_fd_sc_hd__clkinv_4 60, sky130_fd_sc_hd__buf_6 120, sky130_fd_sc_hd__ha_4 150
sky130_fd_sc_hd__xnor2_2 120, sky130_fd_sc_hd__dlygate4sd2_1 240
## per-layer routing
metal	track usage (%)	share of wire, %	vias up
li1	-	-	129
met3	1.02	13	0
met4	0.176	0	0
met2	3.05	34	13
met5	0	0	-
met1	2.91	53	108
## worst paths after layout
check | start | endpoint | slack (ps) | cells after the start
hold / removal | In[0] | dO[0] | 1000 | 5
setup / recovery | In[0] | dO[2] | 50 | 6
## what timing repair did
| action | CTS | global route |
|---|---|---|
| buffers inserted | 4 | 0 |
| resized | 30 | 4 |
| pin swaps | 1 | 0 |
| endpoints found under the setup margin | 6 | 2 |
## cells in the final DEF (no fill, tap or decap), drive strengths merged, types with 2 or more instances in the layout
| cell type | instances |
|---|---|
| ha | 7 |
| dlygate4sd2 | 4 |
| dlxtn | 3 |
| inv | 3 |
| dlymetal6s2s | 2 |
| buf | 13 |
| clkdlybuf4s50 | 3 |
No activity file was given, so power comes from the tool's default toggle rates.
