==> design.v <==
module test_gate (A,B,C,X,Y,Z);
    input [3:0]A;
    input [3:0]B;
    input [3:0]C;
    output [3:0]X;   
    output [3:0]Y;   
    output [3:0]Z;   
    assign X = (A>=B)?((A>=C)?A:C):((B>=C)?B:C);
    assign Y = (A<=B)?((A<=C)?A:C):((B<=C)?B:C);
    assign Z = (A<=C&&A>=B || A>=C&&A<=B)?A:((C<=A&&C>=B || C>=A&&C<=B)?C:B);
endmodule
==> run.sh <==
#!/bin/bash
# OpenROAD 26Q1-2900-gdf79404cd8, Yosys 0.63+post, stock flow scripts
make -C /OpenROAD-flow-scripts/flow DESIGN_CONFIG=/design/flow/config.mk WORK_HOME=/design/flow/orfs finish
==> config.mk <==
export PLATFORM = sky130hd
export DESIGN_NAME = test_gate
export DESIGN_NICKNAME = test_gate
export VERILOG_FILES = /design/flow/design.v
export SDC_FILE = /design/flow/constraint.sdc
export NUM_CORES = 4
export LEC_CHECK = 1
export CORE_AREA = 10 10 90 90
export DIE_AREA = 0 0 100 100
==> constraint.sdc <==
current_design test_gate

set clk_period 3.4
set clk_io_pct 0.2

create_clock -name clk0 -period $clk_period

set non_clock_inputs [all_inputs -no_clocks]
set_input_delay [expr $clk_period * $clk_io_pct] -clock clk0 $non_clock_inputs
set_output_delay [expr $clk_period * $clk_io_pct] -clock clk0 [all_outputs]
==> impl_metrics.ini <==
; physical design summary
[worst_setup_path]
worstPathRequired_ps = 2720
criticalPathCategory = in2out
crit_family = buffers and inverters
critPathMaxStageDelay_ps = 360
cpMaxStageDelayCell = a222oi_1
crit_buf_inv = 5
crit_chain = clkdlybuf4s15_1 > buf_4 > ha_1 > nor2b_1 > o211ai_1 > nand2_1 > buf_4 > a21boi_2 > a222oi_1 > buf_4 > dlygate4sd2_1
crit_path_end_kind = output port
critPathLaunchType = input port
path_common_cell = buf_4
worstPathArrival_ps = 2610
crit_fanout = 4

[detailed_routing]
firstDrtPassIters = 6
num_vias = 894
avgRoutedWirePerCell_um = 12.5
drc = 0
route.antenna.diode_count = 0
ant_nets = 0
wl_um = 2750
vias_per_cell = 4.08
drt_iter0_markers = 47

[global_routing]
first_global_vias = 884
grt-ovfl-total = 0
antenna_found_initial = 0
grt_usage = 0.0517
grt_max_degree = 6
grt_pass1_wl_um = 4450

[finish]
most-common-layout-cells = 40 x buf_4, 9 x dlygate4sd2_1, 8 x inv_1, 8 x mux2i_1
nFillCells = 674
final_common_cell = buf_4
drive_above_1_share = 0.577
area_growth_syn_to_layout_pct = 122
instances_no_fill = 219
regArea_um2 = 0
sequential_cell_total = 0
clkbuf_count = 0

[synth]
top_cells_by_area = ha_1 25%, mux2i_1 15%, inv_1 8.0%
synth_area_per_cell_um2 = 7.71
ys_seq_frac = 0
yosys_warnings = 0
ys_cells = 79
yosys_area_um2 = 609
synth_cells = 79
ys_types = 26
top_cell_area_share = 0.246
synth_area_leader_cell = ha_1
synth_area_um2 = 609

[sta]
finalCriticalPeriod_ps = 3290
max_freq_mhz = 304
max_slew_margin = 0.756
period_used_share = 0.967
hold_viol = 0
fin_ws_ps = 113
worst_pin_slew_ps = 365
setup_viol = 0
rsz0062_at_grt = no
slew_violations = 0

[flow_run]
tool_warnings = 33
drv_cap = 0

[min_path]
holdCritStartpoint = C[1]
min_to = Y[1]
hold_class = in2out
hold_depth = 4

[status]
status = completed

[floorplanning]
die_area_um2 = 10000
chipHeight_um = 100
rows = 29
core_um2 = 6280
fp_util = 0.0971
ios = 24
die_w_um = 100

[pwr]
pwr-share-comb = 1.000
p_int_w = 0.000176
power_density_nw_per_um2 = 226
power_frac_seq = 0
vdd_ir_drop_max_v = 0.0000841
p_clk_frac = 0
swShare = 0.425
leakage_nw = 0.660
switchingPower_w = 0.000130

[place]
finalWeightedCongestion = 0.855
port_buffers = 24
dp_slack_ps = -591
hpwl_um = 2170
dp_cells = 210

[clock_network]
postCtsHoldBufs = 0
-- tightest hold or removal path: stages --
cell and delay (ps):
buf_2 140, inv_1 90, a21oi_2 50, dlymetal6s2s_1 120
-- synth_stat cells --
cell	n
ha_1	12
a21oi_1	7
a222oi_1	4
a21boi_2	1
o211a_1	1
o22ai_1	4
buf_6	1
nand3_1	3
nor2b_1	2
a211oi_1	1
nand2_1	4
xnor2_1	1
clkbuf_2	1
o211ai_1	2
and4b_1	2
o211ai_2	1
a21o_1	1
a41oi_1	1
nand4_1	3
a211oi_2	1
inv_1	13
and2_2	1
o21ai_2	1
mux2i_1	9
and3_1	1
nand2b_1	1
-- routing by layer --
| metal | routed length (um) | up-vias | GRT usage |
|---|---|---|---|
| li1 | - | 435 | - |
| met1 | 1340 | 410 | 0.0750 |
| met2 | 1220 | 45 | 0.0831 |
| met3 | 151 | 4 | 0.00416 |
| met4 | 35 | 0 | 0.00761 |
| met5 | 0 | - | 0 |
-- logic make-up after synthesis --
family / synth area share
fa+ha+maj: 0.246
compound gates: 0.318
xor+xnor: 0.0144
mux: 0.148
simple gates: 0.166
buf+inv: 0.107
-- final cells by class --
type,count,area [um2],share of cell area
tap,77,96.3,0.0711
timing repair buffer,65,510,0.377
multi-input combinational,64,697,0.514
inverter,13,51.3,0.0379
-- stage by stage --
stage                     power [W]  hold slack [ps]  utilization  TNS [ps]  area (um2)
after global placement     0.000276             2440        0.186     -6340        1170
after CTS                  0.000308             1980        0.217     -2.18        1360
after floorplan            0.000118             1440            -         0         609
after global routing       0.000334             1820        0.216         0        1360
after detailed placement   0.000275             2440        0.186     -6340        1170
final                      0.000306             1770        0.216         0        1360
-- worst max path at each step --
stage                 startpoint    to  slack [ps]  cells past startpoint
after CTS                   B[2]  Y[2]          -2                     11
after global routing        A[0]  Z[0]           8                     12
final                       B[0]  X[2]         110                     11
-- power by group through the flow --
stage | logic, W | clock network (W) | registers (W)
4_1_cts | 0.000308 | 0 | 0
5_1_grt | 0.000334 | 0 | 0
6_report | 0.000306 | 0 | 0
-- what timing repair did --
item | 4_1_cts | 5_1_grt
resized | 69 | 13
setup buffers | 7 | 2
endpoints found under the setup margin | 12 | 7
pin swaps | 17 | 1
No activity file was given, so power comes from the tool's default toggle rates.
